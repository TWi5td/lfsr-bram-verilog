===== flow/design.v =====
`timescale 1ns / 1ps
module LFSR(
    input clk,
    input reset,
    output reg [3:0] lfsr_out
    );
    always @(posedge clk or posedge reset) begin
        if (reset)
            lfsr_out <= 4'b1001;     
        else begin
            lfsr_out[0] <= lfsr_out[3] ^ lfsr_out[1];  
            lfsr_out[1] <= lfsr_out[0];  
            lfsr_out[2] <= lfsr_out[1];  
            lfsr_out[3] <= lfsr_out[2];  
        end
    end    
endmodule
module bram_interface (
    input clk_125MHz,    
    input clk_10MHz,     
    input reset,
    input [3:0] lfsr_data,
    input bram_write_enable,
    output [3:0] bram_out
);
    (* keep = "true" *) reg [3:0] bram [7:0];    
    (* keep = "true" *) reg [2:0] write_addr;    
    reg prev_clk_10MHz;
    wire write_pulse;
    always @(posedge clk_125MHz or posedge reset) begin
        if (reset)
            prev_clk_10MHz <= 0;     
        else
            prev_clk_10MHz <= clk_10MHz;     
    end
    assign write_pulse = (clk_10MHz && !prev_clk_10MHz) && bram_write_enable;    
    always @(posedge clk_125MHz or posedge reset) begin
        if (reset) begin
            bram[0] <= 4'b1001;   
            write_addr <= 3'b001;   
        end else if (write_pulse) begin  
            bram[write_addr] <= lfsr_data;   
            write_addr <= (write_addr + 1) % 8;  
        end
    end
    assign bram_out = bram[(write_addr - 1) % 8];    
endmodule

===== flow/run.sh =====
#!/bin/bash
# OpenROAD 26Q1-2900-gdf79404cd8, Yosys 0.63+post, stock flow scripts
make -C /OpenROAD-flow-scripts/flow DESIGN_CONFIG=/design/flow/config.mk WORK_HOME=/design/flow/orfs finish

===== flow/config.mk =====
export PLATFORM = sky130hd
export DESIGN_NAME = bram_interface
export DESIGN_NICKNAME = bram_interface
export VERILOG_FILES = /design/flow/design.v
export SDC_FILE = /design/flow/constraint.sdc
export NUM_CORES = 4
export LEC_CHECK = 1
export CORE_UTILIZATION = 30

===== flow/constraint.sdc =====
current_design bram_interface

set clk_period 1.9
set clk_io_pct 0.2

create_clock -name clk0 -period $clk_period [get_ports {clk_125MHz}]

set non_clock_inputs [all_inputs -no_clocks]
set_input_delay [expr $clk_period * $clk_io_pct] -clock clk0 $non_clock_inputs
set_output_delay [expr $clk_period * $clk_io_pct] -clock clk0 [all_outputs]

==> run notes <==
impl run done, here's what came out: Highest Clock Rate=361 MHz, crit path cell chain=inv_2 > ha_4 > ha_4 > or4_4 > buf_6 > o22a_1 > a31oi_1 > buf_2, dpl ws=-0.834 ns, hold-fix buffers at CTS=0, Vias=994, Peak VDD IR=0.709 mV, CP endpoint kind=output pin, initial DRC count=96, Placer Congestion=0.851, H-tree depth=2, Seq cells post-synth=36, vias in the first global route=1036, HPWL after DPL=2340 um, Core ar.=4880 um2, die height=74.4 um, Top delay family on crit path=flip-flops, layout cells sized above 1=0.380, worst r2r path cells=4, DRT antenna net count=0, skew final=0.00329 ns, root buffer cell=clkbuf_8, Async SR Flop Fraction=0.222, worst-margin pin slew=0.350 ns, final setup vio count=4, Slew Limit Fails=0, flop2flop setup slack=0.30 ns, Final Hold Vio Count=0, Critical Path Sink=bram_out[3], worst endpoint required time=1.52 ns, diode count=0, cell depth of the worst setup path=8, Critical Path AT=2.39 ns, Die Wd=74.4 um, HP Class=input port to async pin, RSZ-0062 raised after global routing=true, post-synth top area share=0.535, Latency at later pin=0.28 ns, CP Class=flop to output pin, Critical path origin=write_addr[0], Routed WL per cell=15.3 um, Max stage delay on crit path=0.54 ns, top cells by area=edfxtp_1, dfrtp_1, ha_1, Worst-path clk slew=0.07 ns, fin area=2070 um2, CTS tree=built, R2R Path End=bram[2][1], max cap viols=0, fp util=0.322, WP buf/inv=3, routed wire length=3190 um, # IOs=12, Area Growth Syn to Fin=31.8%, die area=5530 um2, dominant logic cell types in the final layout=edfxtp_1, buf_4, mux2_2, share of the yosys chip area belonging to registers=0.665, main flop type=edfxtp_1, largest net degree at the start of global routing=12, IO Port Bufs=11, pwr dens=1600 nW/um2, relative slew slack=0.767, Mapped Avg Cell Area=15.3 um2, fin util=0.424, outcome=finished, violations left, Setup TNS=-3.35 ns, most numerous logic cell after layout=edfxtp_1, yosys stat cell total=103, initial antenna violation count=0, DRT Pass-1 Iters=4, most frequent CP cell=ha_4, CP Launch Type=flop, total CTS buffers=5, Crit Path Max Fanout=3, global route total overflow=0, synthesized area=1570 um2, EDFF count, synth=28, Yosys Warn Count=2, Fill cells=463, Clock Tree Buf Depth=2, Pwr Total=3300 uW, first-pass GRT wire length=5180 um, clock sink total=36, vias per cell=4.76, worst setup slack after layout=-0.871 ns, row count=25, CP max stage cell=dfstp_2, cell count after synthesis=103, yosys stat chip area=1570 um2, DRC=0, overall routing resource usage=0.135, Final period util=1.46, placed cell area=1930 um2, fin crit period=2.77 ns, failing checks=negative setup slack, Yosys top cell by area=edfxtp_1, LEAKAGE=0.000783 uW, worst flop-to-flop path startpoint=write_addr[2], tool warning count=35, distinct cell type count after synthesis=24
==> how the worst min path moves through the flow <==
stage | endpoint | slack (ns) | startpoint
5_1_grt | prev_clk_10MHz | 0.46 | reset
6_report | write_addr[1] | 0.42 | reset
4_1_cts | write_addr[1] | 0.42 | reset
==> state kept, by name, summed over array words and instances (netlist names) <==
register,cells
write_addr,3
bram,32
prev_clk_10MHz,1
==> routing by layer <==
metal | up-vias | GRT usage | wire, um
met2 | 30 | 0.212 | 1460
li1 | 474 | - | -
met5 | - | 0 | 0
met4 | 0 | 0.0105 | 25
met3 | 2 | 0.0495 | 217
met1 | 488 | 0.198 | 1490
==> kinds of logic after synthesis <==
group | count (synthesis) | share of synthesized area
xor gates and xnor gates | 1 | 0.00557
AOI/OAI and AO/OA | 17 | 0.0860
and+or+nand+nor | 23 | 0.0812
muxes | 9 | 0.0645
adders and majority gates | 10 | 0.0796
DFF | 36 | 0.665
buffers and inverters | 7 | 0.0183
==> synthesized netlist by cell type (2+ instances only) <==
library cell / count
dfrtp_1: 5
nand2_1: 5
mux2_2: 9
nor3_1: 5
buf_2: 2
a222oi_1: 4
a22oi_1: 4
o22a_1: 4
and2_1: 4
and3_1: 3
dfstp_2: 3
a31oi_1: 4
inv_1: 4
ha_1: 10
edfxtp_1: 28
==> timing repair <==
action,4_1_cts,5_1_grt
resized,17,0
endpoints found under the setup margin,4,4
pin swaps,8,7
setup buffers,3,0
==> cell type report <==
cell class                      instances  area, um2  share of cell area
Clock inverter                          2       35.0              0.0169
Tap cell                               67       83.8              0.0405
Clock buffer                            6       72.6              0.0350
Multi-Input combinational cell         60        549               0.265
Inverter                                4       15.0             0.00725
Sequential cell                        36       1040               0.505
Timing Repair Buffer                   34        270               0.131
==> power by group <==
group | internal, uW | switching [uW]
logic | 948 | 694
clock network | 389 | 261
registers | 962 | 51.2
total | 2300 | 1010
==> stage by stage <==
step                      instances  hold slack (ns)
final                           209            0.421
after global routing            209            0.463
after CTS                       209            0.418
after detailed placement        198            0.520
after global placement          198            0.515
after floorplan                 103            0.194
Power figures rest on the tool's default switching activity, not on a simulated workload.
